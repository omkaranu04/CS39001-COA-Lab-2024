[./design.v]
`timescale 1ns / 1ps
module ALU_Barrel_Arithmetic_Right #(parameter N = 8) (A, B, Y);
    input [N-1:0] A, B;
    output [N-1:0] Y; 
    wire [$clog2(N)-1:0] shift_amount = B[$clog2(N)-1:0];
    wire [N-1:0] exT, nexT;
    assign exT = {N{A[N-1]}};
    wire excess_shift = |B[N-1:$clog2(N)];
    genvar i;
    generate
        for (i = 0; i < N; i = i + 1) begin : shift_gen
            assign nexT[i] = (i + shift_amount < N) ? A[i + shift_amount] : A[N-1];
        end
        for (i = 0; i < N; i = i + 1) begin
            assign Y[i] = excess_shift ? exT[i] : nexT[i];
        end
    endgenerate   
endmodule
[./run.sh]
#!/bin/bash
# OpenROAD 26Q1-2900-gdf79404cd8, Yosys 0.63+post, stock flow scripts
make -C /OpenROAD-flow-scripts/flow DESIGN_CONFIG=/design/flow/config.mk WORK_HOME=/design/flow/orfs finish
[./config.mk]
export PLATFORM = sky130hd
export DESIGN_NAME = ALU_Barrel_Arithmetic_Right
export DESIGN_NICKNAME = ALU_Barrel_Arithmetic_Right
export VERILOG_FILES = /design/flow/design.v
export SDC_FILE = /design/flow/constraint.sdc
export NUM_CORES = 4
export LEC_CHECK = 1
export CORE_AREA = 10 10 70 70
export DIE_AREA = 0 0 80 80
[./constraint.sdc]
current_design ALU_Barrel_Arithmetic_Right

set clk_period 3.4
set clk_io_pct 0.2

create_clock -name clk0 -period $clk_period

set non_clock_inputs [all_inputs -no_clocks]
set_input_delay [expr $clk_period * $clk_io_pct] -clock clk0 $non_clock_inputs
set_output_delay [expr $clk_period * $clk_io_pct] -clock clk0 [all_outputs]
==> reports/qor.rpt <==
FINISH
--------------------------------------------------------------------------------
FF+latch count ....................................................            0
Fraction of final layout cells with drive strength greater than 1 .        17.9%
Final core area utilization .......................................        19.7%
Area taken by flip-flops and latches ..............................        0 µm²
Final std cell area, no fill ......................................      672 µm²
Relative area change from synthesis to final layout ...............        76.6%
Final Instance Count excl. Fillers ................................          113
Total of clock buffers placed in the layout .......................            0

PLACED DESIGN
--------------------------------------------------------------------------------
DP HPWL ...........................................................      1070 µm
Cell Count Post-Placement .........................................          113
Worst setup slack after placement .................................     0.116 ns
Post-place instance area ..........................................      669 µm²
I/O Buffers .......................................................           24
Gp weighted congestion ............................................        0.776

SETUP PATH
--------------------------------------------------------------------------------
Kind of end point of the critical path ............................   output pin
Critical Setup Path Class ......................................... input port to output pin
Required time of the critical path ................................      2.72 ns
Max FO, Critical Path .............................................           10
Crit path launch type .............................................   input port
Arr. time, crit path ..............................................      2.59 ns

FINAL TIMING
--------------------------------------------------------------------------------
Number of hold-slack violations in the final timing report ........            0
Setup WS post-layout ..............................................     0.128 ns
Setup Total Neg Slack .............................................         0 ns
Actual slew at the worst max-slew pin .............................     0.442 ns
Hold slack final ..................................................      2.40 ns
FMAX ..............................................................      306 MHz
RSZ-0062 raised after global routing ..............................           no
Final setup fails .................................................            0
Part of the cycle the worst path needs ............................        96.2%
Max-slew violation total from the final report ....................            0
Headroom to the max-slew limit ....................................        70.5%
Final critical-path required period ...............................      3.27 ns

POWER
--------------------------------------------------------------------------------
Switching power as a share of total power .........................        34.9%
Design internal power .............................................    0.0452 mW
Seq pwr share .....................................................           0%
Clock network power share .........................................           0%
Proportion of power drawn by combinational gates ..................       100.0%
Total Power Consumption ...........................................    0.0694 mW
Power dissipated by switching net loads ...........................    0.0242 mW
Static power due to leakage .......................................     0.255 nW
Power Dens Cells ..................................................   103 nW/µm²
Max VDD drop ......................................................  0.0000411 V

SYNTH
--------------------------------------------------------------------------------
Netlist area before placement .....................................      380 µm²
Cell types with the highest counts after synthesis ................ sky130_fd_sc_hd__mux2i_1 (7), sky130_fd_sc_hd__mux2_2 (4), sky130_fd_sc_hd__nand2_1 (3), sky130_fd_sc_hd__nor2_1 (3), sky130_fd_sc_hd__o21ai_0 (3)
Post-synth top area share .........................................        18.4%
Area figure in the yosys stat output ..............................      380 µm²
Yosys cell count ..................................................           44
Cells after synthesis .............................................           44
Cell with the most instances after synthesis ...................... sky130_fd_sc_hd__mux2i_1
Mean area per synthesized cell ....................................     8.64 µm²
Cell taking the most area after synthesis ......................... sky130_fd_sc_hd__mux2i_1
Top post-synthesis cells by area .................................. sky130_fd_sc_hd__mux2i_1 (18%), sky130_fd_sc_hd__mux4_1 (14%), sky130_fd_sc_hd__mux2_2 (12%)
Distinct cells, synth .............................................           23
Seq share, synth ..................................................           0%
Synth Warn # ......................................................            0

DETAILED ROUTING
--------------------------------------------------------------------------------
Final wirelength ..................................................      1210 µm
Routed len/inst ...................................................      10.7 µm
Diodes inserted ...................................................            0
Detailed-route via count ..........................................          433
Post-route DRC ....................................................            0
First-pass iteration count of the detailed router .................            4
Iteration-0 DRC count of the detailed router ......................           20
Per-cell via count in the routed design ...........................         3.83
Antenna violation net count after detailed routing ................            0

WORST HOLD PATH
--------------------------------------------------------------------------------
Hold_sp ...........................................................         B[1]
Worst hold stages .................................................            4
Worst hold endpoint ...............................................         Y[1]
Class of the most critical hold timing path ....................... input port to output pin

FLOORPLAN
--------------------------------------------------------------------------------
Overall chip area .................................................     6400 µm²
Ports placed on the boundary ......................................           24
Die width .........................................................        80 µm
Placeable Area ....................................................     3420 µm²
Vertical extent of the die ........................................        80 µm
Floorplan row count ...............................................           21
FP Util ...........................................................        11.1%

GRT
--------------------------------------------------------------------------------
Vias in the first global route ....................................          360
Pin count of the biggest net entering global routing ..............           12
Overflow left after global routing ................................            0
Wire length of the first global-routing pass ......................      1970 µm
Total GRT Usage ...................................................        3.62%
Antenna violations before repair ..................................            0

JOB
--------------------------------------------------------------------------------
Number of warning messages in the logs ............................           32
Max-cap violations ................................................            0

CLOCKING
--------------------------------------------------------------------------------
CTS Hold Bufs .....................................................            0
Number of gates resized after CTS .................................            0
Post-CTS setup buffer count .......................................            0

RUN STATUS
--------------------------------------------------------------------------------
Run status ........................................................    completed

[area by class of cell]
cell class / instances / area (µm²)
inverter: 2 / 7.51
tap: 46 / 57.6
timing repair buffer: 28 / 273
multi-input combinational: 37 / 334
fill: 388 / 2740
[power groups by stage]
stage	sequential, mW	clock, mW	combinational [mW]
global route	0	0	0.0759
CTS	0	0	0.0704
finish	0	0	0.0694
[per-layer routing]
layer,track usage (%),vias to the layer above,share of wire (%)
met1,5.74,198,53
met4,0,0,0
met5,0,-,0
li1,-,221,-
met3,0,0,1.3
met2,5.62,14,46
[how the worst max path moves through the flow]
| stage | to | startpoint |
|---|---|---|
| 4_1_cts | Y[3] | B[0] |
| 5_1_grt | Y[1] | B[4] |
| 6_report | Y[3] | B[0] |
[kinds of logic after synthesis]
| kind of cell | after synthesis | synth area share, % |
|---|---|---|
| buffers and inverters | 7 | 12.2 |
| muxes | 15 | 53.9 |
| and+or+nand+nor | 12 | 17.1 |
| AOI/OAI and AO/OA | 10 | 16.8 |
[worst max-delay path, cell delays in order]
cell and delay (ns):
sky130_fd_sc_hd__clkdlybuf4s50_1 0.57, sky130_fd_sc_hd__buf_4 0.22, sky130_fd_sc_hd__mux2_4 0.31, sky130_fd_sc_hd__nand3b_1 0.08
sky130_fd_sc_hd__o21ai_1 0.07, sky130_fd_sc_hd__mux2_2 0.25, sky130_fd_sc_hd__clkdlybuf4s50_1 0.41
[cells in the final DEF, fill, tap and decap left out, drive strengths merged, types with 2 or more instances in the layout]
master	count
a31oi	2
buf	4
clkdlybuf4s50	23
inv	2
mux2	5
mux2i	7
mux4	3
nand2	3
nand3b	2
nor2	3
nor3	2
o21ai	4
o22a	2
Power is estimated from default activity; no workload was simulated.
