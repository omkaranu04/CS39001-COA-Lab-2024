## /design/flow/run.sh

```bash
#!/bin/bash
# OpenROAD 26Q1-2900-gdf79404cd8, Yosys 0.63+post, stock flow scripts
make -C /OpenROAD-flow-scripts/flow DESIGN_CONFIG=/design/flow/config.mk WORK_HOME=/design/flow/orfs finish
```

## /design/flow/config.mk

```make
export PLATFORM = sky130hd
export DESIGN_NAME = ALU_Barrel_Right
export DESIGN_NICKNAME = ALU_Barrel_Right
export VERILOG_FILES = /design/flow/design.v
export SDC_FILE = /design/flow/constraint.sdc
export NUM_CORES = 4
export LEC_CHECK = 1
export CORE_AREA = 10 10 70 70
export DIE_AREA = 0 0 80 80
```

## /design/flow/constraint.sdc

```tcl
current_design ALU_Barrel_Right

set clk_period 1.5
set clk_io_pct 0.2

create_clock -name clk0 -period $clk_period

set non_clock_inputs [all_inputs -no_clocks]
set_input_delay [expr $clk_period * $clk_io_pct] -clock clk0 $non_clock_inputs
set_output_delay [expr $clk_period * $clk_io_pct] -clock clk0 [all_outputs]
```

## /design/flow/design.v

```verilog
`timescale 1ns / 1ps
module ALU_Barrel_Right #(parameter N = 8) (A, B, Y);
    input [N-1:0] A, B;
    output [N-1:0] Y; 
    wire [$clog2(N)-1:0] shift_amount = B[$clog2(N)-1:0];
    wire [N-1:0] exT, nexT;
    assign exT = 0;
    wire excess_shift = |B[N-1:$clog2(N)];
    genvar i;
    generate
        for (i = 0; i < N; i = i + 1) begin : shift_gen
            assign nexT[i] = (i + shift_amount < N) ? A[i + shift_amount] : 1'b0;
        end
        for (i = 0; i < N; i = i + 1) begin
            assign Y[i] = excess_shift ? exT[i] : nexT[i];
        end
    endgenerate   
endmodule
```

==> impl_metrics.json <==
{
  "status": "finished, final reports clean",
  "max-cap-violations": 0,
  "place.gp.congestion": 0.870,
  "dp_cells": 123,
  "grt_max_degree": 10,
  "leakagePower_nw": 0.389,
  "synth_area_um2": 334,
  "postCtsHoldBufs": 0,
  "vias": 518,
  "synth_area_per_cell_um2": 7.77,
  "worst_setup_path_end_kind": "primary output",
  "min_path_cells": 4,
  "syn_inst": 43,
  "yosysChipArea_um2": 334,
  "io_buffers": 24,
  "die_y_um": 80,
  "syn_to_final_growth_pct": 171,
  "drt_pass1_iterations": 4,
  "p_total_mw": 0.218,
  "cp_max_fo": 6,
  "startpoint_type": "input pin",
  "grt_pass1_vias": 547,
  "holdWs_ns": 0.933,
  "fillCellCount": 365,
  "slew_violations": 0,
  "grt_first_pass_wirelength_mm": 2.88,
  "grt_usage_pct": 5.44,
  "worstMarginPinSlew_ns": 0.267,
  "fp-row-count": 21,
  "antenna_cells": 0,
  "ant_nets": 0,
  "dpl.hpwl_mm": 1.26,
  "ys_cells": 43,
  "postSynthSeqShare_pct": 0,
  "ios": 24,
  "fp-utilization_pct": 9.78,
  "min_period_ns": 1.50,
  "seq_cell_count": 0,
  "synth.distinct_cells": 23,
  "hold_class": "in -> out",
  "drt_wl_total_mm": 1.79,
  "powerDensity_nw_per_um2": 241,
  "drive_gt1_share_pct": 84.5,
  "finalHoldViolCount": 0,
  "yosysWarningCount": 0,
  "nClkBuffers": 0,
  "cp.arrival_ns": 1.20,
  "final_cells": 130,
  "relSlewSlack_pct": 81.8,
  "synth_top_area_share_pct": 15.0,
  "setup_viol": 0,
  "rsz0062_at_grt": "true",
  "drc": 0,
  "required_ns": 1.20,
  "synthTopCellsByArea": "mux2i_1, mux2_2, mux4_2",
  "peakVddDrop_uv": 63.9,
  "via_per_inst": 3.98,
  "wl_per_cell_um": 13.8,
  "core_um2": 3420,
  "fin_crit_sh_pct": 99.8,
  "gr-total-overflow": 0,
  "die_w_um": 80,
  "regArea_um2": 0,
  "warnings": 34,
  "drt_iter0_drc": 17,
  "fmax_mhz": 668,
  "antenna_found_initial": 0,
  "dieArea_um2": 6400,
  "worstSetupPathType": "in -> out",
  "largest_area_cell": "mux2i_1"
}
[synth_stat cells, drive strengths merged]
cell type and number:
a2111oi 1, a211oi 1, a21oi 1, a22oi 1, a2bb2oi 1, a31oi 1
buf 3, inv 3, mux2 5, mux2i 5, mux4 1, nand2 5
nand3 2, nand3b 1, nor2 3, nor2b 1, nor3 3, nor4 2
o21a 1, o221a 2
[kinds of logic (layout without fill, tap and decap cells)]
group           Yosys count  count (layout)  share of synthesized area [%]
compound gates            9               9                           25.5
buf+inv                   6              47                           10.5
mux                      11              11                           39.7
simple gates             17              17                           24.3
[per-layer routing]
layer,wire length [um],up-vias,share of wire (%),global-route usage [%]
met4,0,0,0,0
li1,-,250,-,-
met5,0,-,0,0
met2,842,18,47,8.03
met3,146,0,8.2,1.59
met1,801,250,45,8.02
[placed cells by master, fill, tap and decap left out]
cell and instances:
buf_2 14, buf_4 12, buf_6 11, mux2_4 5, nand2_1 4, nor2_2 3, mux2i_1 3, buf_8 3
inv_1 2, o221a_2 2, nor3_2 2, nor4_2 2, nand3_4 1, clkinvlp_4 1, nand3_2 1, mux2i_4 1
nor2b_2 1, a2bb2oi_4 1, nor3_4 1, nand2_4 1, a31oi_4 1, a211oi_2 1, mux4_2 1, a22oi_2 1
a21oi_2 1, a2111oi_4 1, nand3b_1 1, o21a_1 1, mux2i_2 1, dlygate4sd2_1 1, buf_12 1, clkdlybuf4s15_1 1
clkdlybuf4s15_2 1
[where the power goes]
group	leakage (nW)	switching (mW)	internal, mW	total (mW)
logic	0.389	0.0931	0.125	0.218
clock network	0	0	0	0
registers	0	0	0	0
total	0.389	0.0931	0.125	0.218
[final timing paths]
kind / startpoint / to / slack (ns)
setup / recovery: B[1] / Y[1] / 0.003
hold / removal: A[7] / Y[7] / 0.93
[worst max-delay path, cell delays in order]
cell and delay (ns):
buf_12 0.11, mux2i_4 0.21, mux2_4 0.28, a211oi_2 0.17
buf_2 0.12
[area by class of cell]
type	count	area, um^2	share of cell area, %
tap	46	57.6	6.36
multi-input combinational	37	453	50.1
timing repair buffer	44	379	41.9
inverter	3	15.0	1.66
[per-stage QoR]
stage	setup TNS (ns)	instance area, um^2	setup WS, ns	utilization, %
detailed placement	-6.53	706	-0.926	20.7
floorplan	0	334	0.234	-
global placement	-6.48	706	-0.905	20.7
global route	-0.116	905	-0.0383	26.5
CTS	-0.0762	860	-0.0313	25.2
finish	0	905	0.00336	26.5
[what timing repair did]
item,in CTS,in global routing
resized,127,10
pin swaps,14,7
cloned,1,0
buffers inserted,7,2
endpoints found under the setup margin,8,6
Power is estimated from default activity; no workload was simulated.
