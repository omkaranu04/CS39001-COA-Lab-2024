===== ./run.sh =====
#!/bin/bash
# OpenROAD 26Q1-2900-gdf79404cd8, Yosys 0.63+post, stock flow scripts
make -C /OpenROAD-flow-scripts/flow DESIGN_CONFIG=/design/flow/config.mk WORK_HOME=/design/flow/orfs finish

===== ./config.mk =====
export PLATFORM = sky130hd
export DESIGN_NAME = ALU_HAM_32
export DESIGN_NICKNAME = ALU_HAM_32
export VERILOG_FILES = /design/flow/design.v
export SDC_FILE = /design/flow/constraint.sdc
export NUM_CORES = 4
export LEC_CHECK = 1
export CORE_AREA = 10 10 94 94
export DIE_AREA = 0 0 104 104

===== ./constraint.sdc =====
current_design ALU_HAM_32

set clk_period 4.4
set clk_io_pct 0.2

create_clock -name clk0 -period $clk_period

set non_clock_inputs [all_inputs -no_clocks]
set_input_delay [expr $clk_period * $clk_io_pct] -clock clk0 $non_clock_inputs
set_output_delay [expr $clk_period * $clk_io_pct] -clock clk0 [all_outputs]

===== ./design.v =====
`timescale 1ns / 1ps
module ALU_HAM_32(a, count);
    input [31:0] a;
    output [31:0] count;
    wire [1:0] lvl1_sum[15:0];
    wire [2:0] lvl2_sum[7:0];
    wire [3:0] lvl3_sum[3:0];
    wire [4:0] lvl4_sum[1:0];
    wire [5:0] lvl5_sum;
    genvar i;
    generate
        for (i = 0; i < 16; i = i + 1) begin : lvl1
            ALU_Adder #(.SIZE(1)) sum_lvl1(.a(a[2*i]), .b(a[2*i + 1]), .cin(1'b0), .s(lvl1_sum[i][0]), .c(lvl1_sum[i][1]));
        end
    endgenerate
    genvar j;
    generate
        for (j = 0; j < 8; j = j + 1) begin : lvl2
            ALU_Adder #(.SIZE(2)) sum_lvl2(.a(lvl1_sum[2*j]), .b(lvl1_sum[2*j+1]), .cin(1'b0), .s(lvl2_sum[j][1:0]), .c(lvl2_sum[j][2]));
        end
    endgenerate
    genvar k;
    generate
        for (k = 0; k < 4; k = k + 1) begin : lvl3
            ALU_Adder #(.SIZE(3)) sum_lvl3(.a(lvl2_sum[2*k]), .b(lvl2_sum[2*k+1]), .cin(1'b0), .s(lvl3_sum[k][2:0]), .c(lvl3_sum[k][3]));
        end
    endgenerate
    genvar l;
    generate
        for (l = 0; l < 2; l = l + 1) begin : lvl4
            ALU_Adder #(.SIZE(4)) sum_lvl4(.a(lvl3_sum[2*l]), .b(lvl3_sum[2*l+1]), .cin(0), .s(lvl4_sum[l][3:0]), .c(lvl4_sum[l][4]));
        end
    endgenerate
    ALU_Adder #(.SIZE(5)) sum_lvl5(.a(lvl4_sum[0]), .b(lvl4_sum[1]), .cin(0), .s(lvl5_sum[4:0]), .c(lvl5_sum[5]));
    assign count = {{(26){1'b0}}, lvl5_sum};
endmodule
`timescale 1ns / 1ps
module ALU_Adder #(parameter SIZE = 8)(a, b, cin, s, c);
    input [SIZE-1:0] a, b;
    input cin;
    output [SIZE-1:0] s;
    output c;
    wire [SIZE:0] carry;
	assign carry[0] = cin;
	genvar i;
    generate
        for(i=0; i<SIZE; i=i+1) begin
            fulladder fa(.a(a[i]), .b(b[i]), .c0(carry[i]), .s(s[i]), .c(carry[i+1]));
        end
    endgenerate
	assign c = carry[SIZE];
endmodule
`timescale 1ns / 1ps
module fulladder(a, b, c0, s, c);
    input a, b, c0;
    output s, c;
    wire t1, t2, t3;
    xor (t1, a, b);
    xor (s, c0, t1);
    and (t2, a, b);
    and (t3, t1, c0);
    or (c, t2, t3);
endmodule

==> out/qor.yml <==
place.gp.congestion: 0.704
route.antenna.diode_count: 0
worst_hold_slack_ns: 2.78
ys_seq_share: 0
worst-setup-path-type: "input port to primary output"
warning_count: 35
synthesis.area_mm2: 0.00126
period_minus_slack_ns: 5.57
p_per_area_mw_per_mm2: 598
chip_area_mm2: 0.0108
p_seq_frac: 0
power.switching_w: 0.000420
drive_above_1_share: 0.523
post_drt_wl_per_cell_um: 9.22
min_path_cells: 7
setup.worst_path.end_class: "primary output"
ant_nets: 0
n_clock_buffer: 0
final_hold_violation_count: 0
worst_endpoint_data_arrival_time_ns: 4.69
power.share.switching: 0.430
vias_per_cell: 2.99
first_iter_violations: 7
stdcell_area_mm2: 0.00163
placeableCoreArea_mm2: 0.00683
grt.overflow.total: 0
violations: "negative setup slack"
max-cap-violations: 0
grt_antenna_before_repair: 0
run_status: "complete, but fails checks"
worstHoldStart: "a[21]"
power.static_leakage_nw: 0.800
finalWorstSetupSlack_ns: -1.17
ys_cells: 118
placement.cell_area_mm2: 0.00171
number_of_cells_in_the_finished_layout_apart_from_fillers: 245
post_synth.cell_area_avg_um2: 10.7
row_count: 30
number_of_i_o_pins: 64
rsz0062_at_grt: "true"
post_synth_cell_types: 5
portBuffers: 38
worst_ep_required_time_ns: 3.52
synth-area-yosys_mm2: 0.00126
cell_count_after_synthesis: 118
die-height_um: 104
routed_wl_mm: 2.26
fp_util: 0.184
drc: 0
warnings_from_yosys: 1
drv_slew: 0
first_pass_iters: 3
sequential_cell_area_um2: 0
dr_total_vias: 733
grt_start_max_net_pins: 2
placed_cells: 245
critical_path.max_fanout: 1
power.clock.fraction: 0
area_growth_syn_to_layout_pct: 29.8
hold_path_class: "input port to primary output"
die_width_um: 104
internal_power_w: 0.000557
part_of_the_total_power_dissipated_in_combinational_logic: 1.000
startpoint_types: "input port"
worstHoldEndpoint: "count[5]"
grt_first_pass_wirelength_mm: 4.09
first_global_vias: 902
ir_worst_vdd_mv: 0.409
seq_cell_count: 0
post_cts_hold_buffer_count: 0
period_used_share: 1.27
finalSetupViolCount: 5
hpwlAfterDp_mm: 2.29
achievable-frequency_mhz: 179
grtUsageTotal: 0.0445
power_w: 0.000976
[placed cells by master, fill, tap and decap left out]
cell and instances:
sky130_fd_sc_hd__clkdlybuf4s50_1 1, sky130_fd_sc_hd__inv_1 14, sky130_fd_sc_hd__conb_1 26, sky130_fd_sc_hd__buf_6 6, sky130_fd_sc_hd__fa_2 11, sky130_fd_sc_hd__ha_2 6, sky130_fd_sc_hd__ha_4 10, sky130_fd_sc_hd__clkbuf_2 20
sky130_fd_sc_hd__ha_1 15, sky130_fd_sc_hd__inv_2 14, sky130_fd_sc_hd__fa_1 15, sky130_fd_sc_hd__buf_2 11
[per-stage QoR]
stage	setup TNS (ns)	util	worst slack, ns
after floorplan	-3.09	-	-1.03
after global placement	-7.47	0.251	-1.92
after detailed placement	-7.50	0.251	-1.91
after CTS	-4.44	0.241	-1.34
after global routing	-4.28	0.239	-1.30
final	-3.72	0.239	-1.17
[critical path, stage by stage]
cell and delay [ns]:
sky130_fd_sc_hd__buf_6 0.10, sky130_fd_sc_hd__ha_4 0.23, sky130_fd_sc_hd__ha_4 0.15, sky130_fd_sc_hd__fa_1 0.49
sky130_fd_sc_hd__inv_2 0.04, sky130_fd_sc_hd__fa_2 0.54, sky130_fd_sc_hd__inv_2 0.04, sky130_fd_sc_hd__fa_2 0.52
sky130_fd_sc_hd__inv_2 0.04, sky130_fd_sc_hd__fa_2 0.34, sky130_fd_sc_hd__fa_2 0.39, sky130_fd_sc_hd__fa_2 0.34
sky130_fd_sc_hd__inv_2 0.06, sky130_fd_sc_hd__fa_1 0.41, sky130_fd_sc_hd__buf_2 0.14
[kinds of logic (layout without fill, tap and decap cells)]
family | Yosys count | in the layout | synth area share
adder cells (fa/ha/maj) | 57 | 57 | 0.722
other | 1 | 26 | 0.00298
buffers and inverters | 60 | 66 | 0.275
[power groups by stage]
| stage | Clock [W] | Sequential [W] | Combinational [W] |
|---|---|---|---|
| after CTS | 0 | 0 | 0.000869 |
| after global routing | 0 | 0 | 0.00119 |
| final | 0 | 0 | 0.000976 |
[final cells by class]
class / instances / area (um^2)
well taps: 96 / 120
fillers: 763 / 5200
repair buffers: 38 / 233
inverters: 28 / 105
multi-input cells: 83 / 1170
[Yosys cell counts]
cell type | instances | area, um^2
sky130_fd_sc_hd__buf_4 | 32 | 240
sky130_fd_sc_hd__ha_1 | 31 | 388
sky130_fd_sc_hd__inv_1 | 28 | 105
sky130_fd_sc_hd__fa_1 | 26 | 521
sky130_fd_sc_hd__conb_1 | 1 | 3.75
[worst max path at each step]
stage     startpoint       end  slack, ns
6_report       a[23]  count[4]      -1.17
4_1_cts        a[21]  count[4]      -1.34
5_1_grt        a[23]  count[4]      -1.30
[layer usage]
layer	track usage	wire length, um	vias to the layer above	share of wire
met2	0.0748	1120	31	0.50
met3	0.0107	164	0	0.073
li1	-	-	360	-
met1	0.0604	975	342	0.43
met5	0	0	-	0
met4	0	0	0	0
[timing repair]
item / in CTS / in global routing
buffers inserted: 0 / 0
pin swaps: 45 / 41
resized: 102 / 40
gates cloned: 0 / 0
setup endpoints to repair: 5 / 5
